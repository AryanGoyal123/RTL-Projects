**run.sh**
```bash
#!/bin/bash
# OpenROAD 26Q1-2900-gdf79404cd8, Yosys 0.63+post, stock flow scripts
make -C /OpenROAD-flow-scripts/flow DESIGN_CONFIG=/design/flow/config.mk WORK_HOME=/design/flow/orfs finish
```
**config.mk**
```make
export PLATFORM = sky130hd
export DESIGN_NAME = rca_8bit
export DESIGN_NICKNAME = rca_8bit
export VERILOG_FILES = /design/flow/design.v
export SDC_FILE = /design/flow/constraint.sdc
export NUM_CORES = 4
export LEC_CHECK = 1
export CORE_AREA = 10 10 70 70
export DIE_AREA = 0 0 80 80
```
**constraint.sdc**
```tcl
current_design rca_8bit

set clk_period 7.7
set clk_io_pct 0.2

create_clock -name clk0 -period $clk_period

set non_clock_inputs [all_inputs -no_clocks]
set_input_delay [expr $clk_period * $clk_io_pct] -clock clk0 $non_clock_inputs
set_output_delay [expr $clk_period * $clk_io_pct] -clock clk0 [all_outputs]
```
**design.v**
```verilog
`timescale 1ns / 100ps
module full_adder (
    input a,
    input b,
    input cin,
    output sum,
    output c_out
);
    wire w_sum;
    wire w_ct1, w_ct2;
    xor (w_sum, a, b);        
    xor (sum, w_sum, cin);   
    and (w_ct1, a, b);        
    and (w_ct2, w_sum, cin);  
    or (c_out, w_ct1, w_ct2);  
endmodule
module rca_4bit #(parameter WIDTH = 4) (
  input [WIDTH-1:0] A, B,
  input carry_in,
  output carry_out,
  output [WIDTH-1:0] sum);
  wire [2:0] c;
  full_adder fa1(A[0], B[0], carry_in, sum[0], c[0]);
  full_adder fa2(A[1], B[1], c[0], sum[1], c[1]);
  full_adder fa3(A[2], B[2], c[1], sum[2], c[2]);
  full_adder fa4(A[3], B[3], c[2], sum[3], carry_out);
endmodule
module rca_8bit #(parameter WIDTH = 8) (
  input [WIDTH-1:0] A, B,
  input carry_in,
  output carry_out,
  output [WIDTH-1:0] sum
);
    wire [WIDTH-1:0] c;  
    full_adder fa0(A[0], B[0], carry_in, sum[0], c[0]);
    full_adder fa1(A[1], B[1], c[0], sum[1], c[1]);
    full_adder fa2(A[2], B[2], c[1], sum[2], c[2]);
    full_adder fa3(A[3], B[3], c[2], sum[3], c[3]);
    full_adder fa4(A[4], B[4], c[3], sum[4], c[4]);
    full_adder fa5(A[5], B[5], c[4], sum[5], c[5]);
    full_adder fa6(A[6], B[6], c[5], sum[6], c[6]);
    full_adder fa7(A[7], B[7], c[6], sum[7], carry_out);
endmodule
```
==> results.yml <==
# yosys + openroad results
cells_and_area:
  n_fill_cell: 398
  syn_to_final_growth_pct: 100.0
  ff_count: 0
  nClkBuffers: 0
  final_core_util: 0.1509
  final_cell_area_sq_um: 515.5
  seq_area_sq_um: 0
  layout-drive-gt1-share: 0
sta:
  max_slew_margin: 0.9298
  setup_ws_ns: 0.6330
  finalCritPeriodShare: 0.9178
  tns_ns: 0
  setup_viol: 0
  fmax_ghz: 0.1415
  tightest_slew_ns: 0.1049
  hold_viol: 0
  rsz0062_at_grt: "no"
  slew_viol_final: 0
  min_period_ns: 7.067
worst_hold_path:
  hp-start: "B[7]"
  hold_path_end: "carry_out"
  hp-class: "input port to output pin"
  hold-path-cell-count: 5
detailed_routing:
  drtIter0Drc: 0
  top_layer_used: "met3"
  dr.pass1.iters: 1
  drc: 0
  vias: 210
  antenna_left: 0
  viasPerCell: 2.333
  drt_wl_total_microns: 748
  diodes: 0
  route.met2.wl_microns: 206
  wl_per_cell_microns: 8.311
  wl_met1_microns: 329
  met3_length_microns: 212
synth:
  topCellsByArea: "fa_1 (62%), buf_4 (23%), inv_1 (15%)"
  yosys.area.top_type: "fa_1"
  netlist_area_sq_um: 257.7
  syn_inst: 26
  ys_area_sq_um: 257.7
  ys_cells: 26
  ys_seq_frac: 0
  syn_area_per_cell_sq_um: 9.913
  yosysWarnings: 0
  top_area_frac: 0.6214
  yosysUniqueCellTypes: 3
pwr:
  switching_share: 0.2655
  netSwitchingPower_uw: 9.402
  pwr-share-seq: 0
  clockPowerShare: 0
  intPower_uw: 26.01
  ir_drop_mv: 0.02122
  p_comb_frac: 1.000
  p_total_uw: 35.41
  leakagePower_nw: 0.2134
  power_density_nw_per_um2: 68.70
worst_setup_path:
  cpLargestDelayFamily: "adder cells"
  required_ns: 6.16
  criticalPathCategory: "input port to output pin"
  crit_buf_inv: 6
  critPathMostFrequentCell: "fa_1"
  crit_fanout: 1
  crit_chain: "clkdlybuf4s50_1, inv_1, fa_1, inv_1, fa_1, fa_1, fa_1, fa_1, fa_1, fa_1, inv_1, fa_1, inv_1, clkdlybuf4s50_1"
  worstPathArrival_ns: 5.53
  critical-path-slowest-cell: "clkdlybuf4s50_1"
  max_stage_delay_ns: 0.47
  startpoint_type: "input port"
  cp-end-kind: "output pin"
grt:
  grt_pass1_wl_microns: 1179
  grt_pass1_vias: 237
  grt_overflow: 0
  grt_max_degree: 2
  grt_usage: 0.02304
  antenna_found_initial: 0
flow_run:
  maxCapViolations: 0
  tool_warnings: 32
placement:
  place_ws_ns: 0.5781
  place_area_sq_um: 515.5
  gp_congestion: 0.8510
  dp_hpwl_microns: 771.9
  io_buffers: 26
clocking:
  hold_buffers: 0
  post-cts-setup-buffers: 0
  cts_resized: 0
run_status:
  status: "finished, final reports clean"
floorplanning:
  placementRows: 21
  pin_count: 26
  fp.dieH_microns: 80
  coreArea_sq_um: 3416
  floorplan.core_util: 0.07546
  dieArea_sq_um: 6400
  die_w_microns: 80
## cells by family after synthesis
kind of cell,share of synthesized area
fa+ha+maj,0.6213
buf+inv,0.3787
## worst max-delay path by stage
stage | startpoint | end | depth (start not counted)
CTS | A[0] | sum[7] | 14
global route | A[0] | sum[7] | 14
finish | A[0] | sum[7] | 14
## cells in the final DEF, fill, tap and decap left out
master,synthesis,final
inv_1,10,10
clkdlybuf4s50_1,0,26
fa_1,8,8
## area by class of cell
class / count / area, sq um / share of cell area
multi-input cells: 8 / 160.2 / 0.3107
well taps: 46 / 57.56 / 0.1117
inverters: 10 / 37.54 / 0.07282
repair buffers: 26 / 260.3 / 0.5049
## power by group through the flow
stage	sequential, mW	clock, mW	combinational [mW]
after CTS	0	0	0.0368
after global routing	0	0	0.0405
final	0	0	0.0354
## worst min-delay path, cell delays in order
cell	delay [ns]
clkdlybuf4s50_1	0.39
inv_1	0.07
fa_1	0.16
inv_1	0.03
clkdlybuf4s50_1	0.39
## layer usage
metal / vias to the layer above / track usage
met4: 0 / 0
li1: 96 / -
met3: 0 / 0.02273
met1: 90 / 0.03169
met2: 24 / 0.02568
met5: - / 0
## cells in the mapped netlist (all sizes together)
master  number
buf          8
inv         10
fa           8
## metrics by stage
stage / hold slack, ns / cells
after detailed placement: 4.135 / 90
after global routing: 4.176 / 90
after global placement: 4.138 / 90
after floorplan: 3.297 / 26
after CTS: 4.140 / 90
final: 4.129 / 90
Power and IR drop assume default switching activity.
